File: /design/flow/design.v
`timescale 1ns / 1ps
module MBR(
    input clk,
    input [31:0] control_signal,
    input [15:0] ACC_IN,
    input [15:0] RAM_IN,
    input [15:0] MR_IN,
    input [15:0] DR_IN,
    output [15:0] MBR_OUT
    );
reg [15:0]MBR_reg_in = 0;
always@(posedge clk)
    begin
        if(control_signal[11] == 1)
            MBR_reg_in <= ACC_IN;
        if(control_signal[3] == 1)
            MBR_reg_in <= RAM_IN;
        if(control_signal[12] == 1)
            MBR_reg_in <= MR_IN;
        if(control_signal[13] == 1)
            MBR_reg_in <= DR_IN;
    end
assign MBR_OUT = MBR_reg_in;
endmodule
File: /design/flow/run.sh
#!/bin/bash
# OpenROAD 26Q1-2900-gdf79404cd8, Yosys 0.63+post, stock flow scripts
make -C /OpenROAD-flow-scripts/flow DESIGN_CONFIG=/design/flow/config.mk WORK_HOME=/design/flow/orfs finish
File: /design/flow/config.mk
export PLATFORM = sky130hd
export DESIGN_NAME = MBR
export DESIGN_NICKNAME = MBR
export VERILOG_FILES = /design/flow/design.v
export SDC_FILE = /design/flow/constraint.sdc
export NUM_CORES = 4
export LEC_CHECK = 1
export CORE_AREA = 10 10 94 94
export DIE_AREA = 0 0 104 104
File: /design/flow/constraint.sdc
current_design MBR

set clk_period 2.0
set clk_io_pct 0.2

create_clock -name clk0 -period $clk_period [get_ports {clk}]

set non_clock_inputs [all_inputs -no_clocks]
set_input_delay [expr $clk_period * $clk_io_pct] -clock clk0 $non_clock_inputs
set_output_delay [expr $clk_period * $clk_io_pct] -clock clk0 [all_outputs]
==> notes.md <==
The flow ran to the end, and the final reports show no timing, DRC or antenna violations. The tools report the last weighted congestion value of the routability-driven placer as 0.711. The maximum fanout encountered on the critical timing path was 33. The global-route usage over all layers is 0.0757.

Pin count of the biggest net entering global routing: 34. Among all flip-flop cells after synthesis, the most frequent one is edfxtp_1. The sequential share of the synthesized area was 0.430; the via count of the first global-routing pass was 1109. The tools report the relative slew slack as 0.791. The number of antenna diodes came out at 0. Cell type with the largest total area: edfxtp_1. The effective utilization at floorplan came out at 0.163.

The footprint of the multi-input gates was 571 µm²; the area fraction in compound gates was 0.164. With fillers left out, the area of the finished cells amounts to 2110 µm². The number of ports placed on the die boundary is 113.

The tools report the kind of end point of the critical path as a flop. With the total of warnings raised by yosys at 1, the number of rows in the core area is 30. Post-synthesis share of cell area spent on xor and xnor gates: 0. The logs give 0.826 ns for the worst hold-check slack and 10800 µm² for the area of the die. The fraction of final layout cells sized beyond drive strength 1 was 0.130. The minimum clock period was 1.62 ns; the number of buffers on the longest clock path was 2. TritonCTS reports the number of clock sinks as 16. The post-synth design cell area was 1120 µm². The detailed placement HPWL came out at 3320 µm. In the Yosys report the total cell count is 89. The run gives 1120 µm² for the yosys-reported design area after synthesis. The run gives 0.204 for the simple-gate share of the synthesized area. The count of cells in the finished layout, fillers not included, comes to 273. The detail route stage leaves a number of antenna-violating nets equal to 0.

The run gives 0 as the count of final hold-check violations. Destination of the worst hold path: MBR_reg_in[13]. Counting flops per register, the top entry is MBR_reg_in. The root buffer cell chosen for the clock tree is clkbuf_8.

In the final layout, the registers with the most flip-flops are MBR_reg_in: 16 flops. Across all layers, the routed design uses 1039 vias. The run gives 89.4% for the area added between synthesis and finish.

The main area contributors are edfxtp_1 43%, mux2i_1 14%, a211oi_2 12%. TritonCTS built the clock tree. The utilization after layout was 0.309; the async set or reset register ratio after synthesis was 0. The tools report the final critical-path setup slack as 0.381 ns. The flow reports an fmax of 618 MHz. Portion of netlist area occupied by mux cells: 0.143.

The number of instances on the worst hold path was 3. The floorplan step set the die height to 104 µm. In this run the standard cell core region covers 6830 µm². Counting the fill cells in the layout gives 718. Required arrival time at the worst endpoint: 2.09 ns. The clock slew seen by the registers of the worst setup and hold paths was 0.07 ns; the max-capacitance violation count was 0. Summing all placed instances gives a cell area of 2070 µm².

The register with the most flip-flops in the layout has 16 of them. Adding up every negative setup slack in the final design gives 0 ns. The tools report the type of element launching the critical path as a primary input. The run gives 89 as the cell count after synthesis.

Dividing the detail-routed wire length by the instance count gives 15.3 µm. The mean number of vias per cell is 3.81. Setup repair after global routing left no endpoint under its margin. The run gives 0 for the setup-violating endpoint count in the final report.

The storage element area was 480 µm². The die is 104 µm wide. The share of the synthesized area in the top cell type was 0.430; the overflow left after global routing was 0. The run gives 6610 µm for the global-route wire length before repair. The tool warning count for the run is 53. The number of antenna violations at the first check in global routing is 0, and the clock buffer count from CTS is 3.

The total instance count after detailed placement was 269. The first detailed-routing pass took 2 iterations. The logs give 0.0704 ns for the worst slack after detailed placement and 0 for the number of resized instances in the post-cts repair step. Total number of H-tree levels: 1. The critical path in this run is classified as primary input to flop. For the worst setup path, the data arrival time is 1.71 ns. The run gives 0.810 for the final cycle utilization of the critical path. In this run, distinct cell masters in the synthesized netlist total 15. The adder-cell share of the synthesized area is 0, and the total of hold buffers inserted after clock tree synthesis is 0.

Post-CTS timing repair inserted 0 buffers for setup. The worst vdd rail ir drop is 0.147 mV. The run gives 0.313 ns for the measured slew at the worst slew-check pin.

The number of enable flip-flop cells works out to 16. Summed over all cells, the static leakage comes to 0.738 nW. The total power per unit cell area is 477 nW/µm². The startpoint of the worst hold path was DR_IN[13]. For reference, the top logic cell family by area is simple AND/OR/NAND/NOR gates.

The run gives 1.01 mW for the total design power. The worst hold path belongs to the class primary input to flop. Per the placement log, port buffering inserted 84 buffers. For the final max-slew violation count, the log shows 0. In the synthesized netlist, the cells that appear most often are 16 x edfxtp_1, 16 x mux2i_1, 16 x nor3b_1. The tools report the final wirelength as 4190 µm. The post-synthesis register bit count is 16, and the post-synthesis area per instance is 12.5 µm². Total DRC errors in the routed layout: 0. Violation count after the first detailed-routing iteration: 12.
==> worst max path at each step <==
stage / startpoint / end / slack [ns] / cells past startpoint
after CTS: control_signal[3] / MBR_reg_in[8] / 0.35 / 3
after global routing: control_signal[13] / MBR_reg_in[13] / 0.27 / 5
final: control_signal[13] / MBR_reg_in[13] / 0.38 / 5
==> worst max-delay path, cell delays in order <==
cell and delay [ns]:
clkdlybuf4s50_1 0.47, buf_4 0.31, nor2_2 0.08, buf_4 0.22
a221oi_2 0.22
==> report_power, final <==
group,leakage (nW),internal (mW),switching (mW),total (mW)
clock network,0.0231,0.136,0.125,0.262
registers,0.163,0.412,0.00815,0.421
logic,0.552,0.233,0.0926,0.326
total,0.738,0.782,0.226,1.01
==> metal layers <==
metal	GRT usage	share of wire
met1	0.111	0.50
met2	0.113	0.43
met3	0.0213	0.067
met4	0.00596	0.0048
met5	0	0
==> logic make-up after synthesis <==
| logic type | Yosys count |
|---|---|
| DFF | 16 |
| buffers and inverters | 8 |
| AOI/OAI and AO/OA | 16 |
| and+or+nand+nor | 33 |
| muxes | 16 |
==> cell usage in the layout, fill, tap and decap left out, drive strengths merged <==
| cell type | netlist | final |
|---|---|---|
| clkdlybuf4s50 | 0 | 84 |
| buf | 5 | 7 |
| a221oi | 1 | 1 |
| edfxtp | 16 | 16 |
| or4 | 1 | 1 |
| clkbuf | 2 | 3 |
| nor2 | 1 | 1 |
| nor2b | 15 | 15 |
| nor3b | 16 | 16 |
| mux2i | 16 | 16 |
| a211oi | 15 | 15 |
| clkinv | 0 | 1 |
| inv | 1 | 1 |
==> cell type report <==
type | instances | area share
clock inverters | 1 | 0.00178
flip-flops and latches | 16 | 0.227
clock buffers | 3 | 0.0195
repair buffers | 91 | 0.423
well taps | 96 | 0.0568
multi-input cells | 65 | 0.270
inverters | 1 | 0.00178
Power figures rest on the tool's default switching activity, not on a simulated workload.
